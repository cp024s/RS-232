--- ./run.sh ---
#!/bin/bash
# OpenROAD 26Q1-2900-gdf79404cd8, Yosys 0.63+post, stock flow scripts
make -C /OpenROAD-flow-scripts/flow DESIGN_CONFIG=/design/flow/config.mk WORK_HOME=/design/flow/orfs finish
--- ./config.mk ---
export PLATFORM = sky130hd
export DESIGN_NAME = RS232_Rx
export DESIGN_NICKNAME = RS232_Rx
export VERILOG_FILES = /design/flow/design.v
export SDC_FILE = /design/flow/constraint.sdc
export NUM_CORES = 4
export LEC_CHECK = 1
export CORE_UTILIZATION = 30
--- ./constraint.sdc ---
current_design RS232_Rx

set clk_period 2.7
set clk_io_pct 0.2

create_clock -name clk0 -period $clk_period [get_ports {clock}]

set non_clock_inputs [all_inputs -no_clocks]
set_input_delay [expr $clk_period * $clk_io_pct] -clock clk0 $non_clock_inputs
set_output_delay [expr $clk_period * $clk_io_pct] -clock clk0 [all_outputs]
--- ./design.v ---
module RS232_Rx (
    reset_neg,
    clock,
    rx_receiver,
    rx_dataout_ready,
    rx_dataout,
    rx_endofpacket,
    rx_Idle,
    Exe_LogicImp
);
parameter HIGH = 1'b1;
parameter LOW = 1'b0;
parameter CLOCK_FREQ = 100000000;  
parameter BAUD_RATE = 115200;  
parameter BAUD_RATE_8X = BAUD_RATE * 8;
parameter BAUD_8X_ACC_WIDTH = 16;
input reset_neg;
input clock;
input rx_receiver;
input Exe_LogicImp;
output rx_dataout_ready;
output [7:0] rx_dataout;
output rx_endofpacket;  
output rx_Idle;  
wire [BAUD_8X_ACC_WIDTH:0] Baud_8X_Incr;
reg [BAUD_8X_ACC_WIDTH:0] Baud_8X_Acc;
assign Baud_8X_Incr = ((BAUD_RATE_8X << (BAUD_8X_ACC_WIDTH - 7)) + (CLOCK_FREQ >> 8)) / (CLOCK_FREQ >> 7);
always @(posedge clock or negedge reset_neg) begin
    if (reset_neg == LOW) begin
        Baud_8X_Acc <= {(BAUD_8X_ACC_WIDTH + 1){LOW}};
    end
    else if (Exe_LogicImp == 1'b1) begin
        Baud_8X_Acc <= {(BAUD_8X_ACC_WIDTH + 1){LOW}};
    end
    else begin
        Baud_8X_Acc <= Baud_8X_Acc[BAUD_8X_ACC_WIDTH - 1:0] + Baud_8X_Incr;
    end
end
wire Baud_Pulse_8x = Baud_8X_Acc[BAUD_8X_ACC_WIDTH];
reg [1:0] Rx_Sync;
always @(posedge clock or negedge reset_neg) begin
    if (reset_neg == LOW) begin
        Rx_Sync <= 2'b11;
    end
    else if (Exe_LogicImp == 1'b1) begin
        Rx_Sync <= 2'b11;
    end
    else if (Baud_Pulse_8x) begin
        Rx_Sync <= {Rx_Sync[0], rx_receiver};
    end
end
reg [1:0] Rx_Count;
reg Rx_Bit;
always @(posedge clock or negedge reset_neg) begin
    if (reset_neg == LOW) begin
        Rx_Count <= 2'b11;
        Rx_Bit <= HIGH;
    end
    else if (Exe_LogicImp == 1'b1) begin
        Rx_Count <= 2'b11;
        Rx_Bit <= HIGH;
    end
    else if (Baud_Pulse_8x) begin
        if (Rx_Sync[1] && Rx_Count != 2'b11) begin
            Rx_Count <= Rx_Count + 2'h1;
        end
        else if (~Rx_Sync[1] && Rx_Count != 2'b00) begin
            Rx_Count <= Rx_Count - 2'h1;
        end
        if (Rx_Count == 2'b00) begin
            Rx_Bit <= 1'b0;
        end
        else if (Rx_Count == 2'b11) begin
            Rx_Bit <= 1'b1;
        end
    end
end
reg [3:0] State;
reg [3:0] Bit_Spacing;
wire next_bit = (Bit_Spacing == 4'd10);
always @(posedge clock or negedge reset_neg) begin
    if (reset_neg == LOW) begin
        Bit_Spacing <= 4'b0000;
    end
    else if (Exe_LogicImp == 1'b1) begin
        Bit_Spacing <= 4'b0000;
    end
    else if (State == 0) begin
        Bit_Spacing <= 4'b0000;
    end
    else if (Baud_Pulse_8x) begin
        Bit_Spacing <= {Bit_Spacing[2:0] + 4'b0001} | {Bit_Spacing[3], 3'b000};
    end
end
always @(posedge clock or negedge reset_neg) begin
    if (reset_neg == LOW) begin
        State <= 4'b0000;
    end
    else if (Exe_LogicImp == 1'b1) begin
        State <= 4'b0000;
    end
    else if (Baud_Pulse_8x) begin
        case(State)
            4'b0000: if (~Rx_Bit) State <= 4'b1000;  
            4'b1000: if (next_bit) State <= 4'b1001;  
            4'b1001: if (next_bit) State <= 4'b1010;  
            4'b1010: if (next_bit) State <= 4'b1011;  
            4'b1011: if (next_bit) State <= 4'b1100;  
            4'b1100: if (next_bit) State <= 4'b1101;  
            4'b1101: if (next_bit) State <= 4'b1110;  
            4'b1110: if (next_bit) State <= 4'b1111;  
            4'b1111: if (next_bit) State <= 4'b0001;  
            4'b0001: if (next_bit) State <= 4'b0000;  
            default: State <= 4'b0000;
        endcase
    end
end
reg [7:0] rx_dataout;
always @(posedge clock or negedge reset_neg) begin
    if (reset_neg == LOW) begin
        rx_dataout <= 8'h00;
    end
    else if (Exe_LogicImp == 1'b1) begin
        rx_dataout <= 8'h00;
    end
    else if (Baud_Pulse_8x && next_bit && State[3]) begin
        rx_dataout <= {Rx_Bit, rx_dataout[7:1]};
    end
end
reg rx_dataout_ready, RxD_data_error;
always @(posedge clock or negedge reset_neg) begin
    if (reset_neg == LOW) begin
        rx_dataout_ready <= LOW;
        RxD_data_error <= LOW;
    end
    else if (Exe_LogicImp == 1'b1) begin
        rx_dataout_ready <= LOW;
        RxD_data_error <= LOW;
    end
    else begin
        rx_dataout_ready <= (Baud_Pulse_8x && next_bit && State == 4'b0001 && Rx_Bit);  
        RxD_data_error <= (Baud_Pulse_8x && next_bit && State == 4'b0001 && ~Rx_Bit);  
    end
end
reg [4:0] gap_count;
always @ (posedge clock or negedge reset_neg) begin
    if (reset_neg == LOW) begin
        gap_count <= 5'h00;
    end
    else if (Exe_LogicImp == 1'b1) begin
        gap_count <= 5'h00;
    end
    else if (State != 0) begin
        gap_count <= 5'h00;
    end
    else if (Baud_Pulse_8x && ~gap_count[4]) begin
        gap_count <= gap_count + 5'h01;
    end
end
assign rx_Idle = gap_count[4];
reg rx_endofpacket;
always @(posedge clock or negedge reset_neg) begin
    if (reset_neg == LOW) begin
        rx_endofpacket <= LOW;
    end
    else if (Exe_LogicImp == 1'b1) begin
        rx_endofpacket <= LOW;
    end
    else begin
        rx_endofpacket <= Baud_Pulse_8x && (gap_count == 5'h0F);
    end
end
endmodule
==> notes.md <==
Implementation numbers.

- The initialized floorplan defines 30 standard-cell rows.
- In the synthesized netlist, mux cells make up 2.72% of the area.
- The synthesized design contains 0 enable-type register cells.
- The yosys stat cell total is 211.
- The remaining number of nets flagged by the antenna check after routing is 0.
- The count of synthesis-stage warnings from yosys is 1.
- The CTS report gives the tree buffer count as 5.
- The total net switching power is 304 uW.
- The area added between synthesis and finish is 14.6%.
- Summed over all failing endpoints, the final setup total negative slack is 0 ns.
- OpenROAD emitted warnings numbering 26.
- The die is 86.0 um tall.
- STA classifies the critical path startpoint as an input pin.
- The combinational family with the most area after synthesis is simple AND/OR/NAND/NOR gates.
- The mapped cell area is 2110 sq um.
- The placeable core region is 6790 sq um.
- After detailed routing, the average wire length per cell comes to 11.3 um.
- Per the synth stats, the flop cell with the highest instance count is sky130_fd_sc_hd__dfrtp_1.
- The total global routing track utilization is 11.0%.
- The critical path arrival is 2.02 ns.
- Of the total power, registers draw 57.6%.
- The number of failing hold endpoints at the final stage is 0.
- The diode insertion count for antenna repair is 0.
- The areal power density over the cells is 491 nW/um^2.
- The final period utilization is 68.5%.
- The maximum number of pins on one net before global-route repair is 35.
- The number of global-route vias before repair came to 1396.
- The post-synth register bit count is 43.
- The clock slew seen by the registers of the worst setup and hold paths is 0.09 ns.
- The flow ran to the end, and the final reports show no timing, DRC or antenna violations.
- Static timing analysis puts the maximum clock frequency at 540 MHz.
- The total DRC errors in the routed layout is 0.
- Pins over their slew limit in the final report were tallied at 0.
- The number of clock sinks is 43.
- The share of synthesized area in the top cell type comes to 45.0%.
- The first-pass iteration count of the detailed router is 4.
- The routed design shows a via density per instance of 4.67.
- The clock root buffer master is sky130_fd_sc_hd__clkbuf_8.
- The post-route minimum period is 1.85 ns.
- The standby leakage power is 0.000986 uW.
- In this run, the clock network consumes 33.9% of the power.
- For the worst-skew pair, the clock arrives at the later sink with an insertion delay of 0.30 ns.
- After technology mapping, the gate count stands at 211.
- The critical path endpoint has a required time of 2.87 ns.
- The post-synthesis adder-cell area fraction is 2.96%.
- The area fraction in compound gates is 15.1%.
- The filler cell count is 663.
- Per the synthesis report, the simple-gate share of the synthesized area is 21.7%.
- The total via count in the routed design is 1504.
- Per the detailed-route log, wirelength across all metal layers totals 3640 um.
- The clock H-tree reported by CTS has 2 levels.
- The total power is 1190 uW.
- The worst slew margin relative to its limit is 49.9%.
- The first-pass GRT wire length is 6490 um.
- The number of antenna violations at the first check in global routing is 0.
- The number of buffers inserted for hold repair after clock tree synthesis is 0.
- The final weighted congestion recorded by global placement is 0.772.
- The overall die area is 7390 sq um.
- On the final layout, the worst hold slack is 0.299 ns.
- Per the synthesis report, the number of distinct cell types is 50.
- The die extent in x is 86.0 um.
- The average cell area after synthesis is 10.0 sq um.
- Ranked by total cell area, the synthesized netlist is headed by sky130_fd_sc_hd__dfrtp_1, sky130_fd_sc_hd__dfstp_2, sky130_fd_sc_hd__a21oi_1.
- The power report shows net switching accounting for 25.5% of the total.
- The worst setup path is of the in2reg kind.
- The final critical-path setup slack is 0.850 ns.
- In the layout the commonest cells are sky130_fd_sc_hd__dfrtp_1, sky130_fd_sc_hd__nor2_1, sky130_fd_sc_hd__a21oi_1.
- The synthesized design spends more area on one cell type than any other, namely sky130_fd_sc_hd__dfrtp_1.
- Of the cells placed in the final design, the portion with a size suffix greater than 1 is 12.8%.
- Once the floorplan was initialized, standard cells occupied 31.1% of the core.
- The post-cts repair resize count is 0.
- The half-perimeter wire length after placement is 2450 um.
- Prior to clock tree synthesis, the placed netlist has a worst setup slack of 0.513 ns.
- STA classifies the critical path endpoint as a flop.
- The finished layout holds 322 standard cells, fillers aside.
- The number of post-CTS setup repair buffers is 0.
- The xor and xnor area share after synthesis is 2.49%.
- Max-cap violations in this run came to 0.
- Global routing finished with a remaining overflow of 0.
- In the synthesis report, Yosys lists the chip area as 2110 sq um.
- The setup skew after layout is 0.0124 ns.
- During placement, the flow inserted port buffers numbering 14.
- The most critical min-delay path falls under in2async.
- The I/O pin count is 15.
- The violation tally recorded at the end of detailed-routing iteration 0 is 76.
- The cell-internal power is 886 uW.
- The final tally of setup violations is 0.
- The number of cells after detailed placement is 314.
- The clock tree buffer depth is 2.
- The sequential element share of the synthesized area is 51.2%.
- The slew of the pin with the lowest slew margin is 0.751 ns.
- The proportion of register bits with asynchronous set or reset after synthesis is 100%.
- In this run, the combinational gates consume 8.5% of the power.
- The highest supply drop recorded on VDD is 199 uV.
- The dominant logic cell type in the layout is sky130_fd_sc_hd__dfrtp_1.
- Setup repair after global routing left no endpoint under its margin.
- The report shows a maximum critical-path fanout of 23.
- The clock tree from TritonCTS is yes.
[power by group through the flow]
stage                 registers, uW  clock network [uW]  logic, uW
after CTS                       685                 419        104
after global routing            690                 447        116
final                           685                 403        101
[final timing paths]
| check | from | to | slack, ns | cells past startpoint |
|---|---|---|---|---|
| max in group asynchronous | reset_neg | Baud_8X_Acc[11]$_DFF_PN0_ | 1.76 | 2 |
| min in group clk0 | Bit_Spacing[3]$_DFFE_PN0P_ | Bit_Spacing[3]$_DFFE_PN0P_ | 0.51 | 2 |
| max | Exe_LogicImp | Baud_8X_Acc[14]$_DFF_PN0_ | 0.85 | 4 |
| max reg2reg | Baud_8X_Acc[2]$_DFF_PN0_ | Baud_8X_Acc[14]$_DFF_PN0_ | 0.91 | 6 |
| min | reset_neg | State[1]$_DFFE_PN0P_ | 0.30 | 1 |
| min reg2reg | Bit_Spacing[3]$_DFFE_PN0P_ | Bit_Spacing[3]$_DFFE_PN0P_ | 0.51 | 2 |
[state kept, by name, summed over array words and instances (netlist names)]
signal	count
rx_dataout	8
Baud_8X_Acc	15
Rx_Sync	2
gap_count	5
State	4
Rx_Bit	1
rx_dataout_ready	1
Rx_Count	2
Bit_Spacing	4
rx_endofpacket	1
[logic make-up (layout without fill, tap and decap cells)]
logic type / Yosys count / after routing
AOI/OAI and AO/OA: 47 / 47
xor gates and xnor gates: 6 / 6
adders and majority gates: 5 / 5
buffers and inverters: 17 / 32
DFF: 43 / 43
muxes: 5 / 5
and+or+nand+nor: 88 / 88
[stage by stage]
| step | util, % | area, sq um |
|---|---|---|
| after floorplan | - | 2110 |
| after global placement | 34.4 | 2340 |
| after detailed placement | 34.4 | 2340 |
| after CTS | 35.7 | 2420 |
| after global routing | 35.7 | 2420 |
| final | 35.7 | 2420 |
[metal layers]
layer	wire length, um	up-vias	track usage, %
met1	1870	711	17.0
li1	-	766	-
met2	1590	22	17.2
met3	126	5	1.95
met4	48	0	1.52
met5	0	-	0
[critical path: stages]
cell	delay, ns
sky130_fd_sc_hd__clkdlybuf4s50_1	0.80
sky130_fd_sc_hd__buf_4	0.35
sky130_fd_sc_hd__nor2_1	0.07
sky130_fd_sc_hd__mux2_2	0.26
[cell type report]
| class | count | area, sq um | share of cell area, % |
|---|---|---|---|
| flip-flops and latches | 43 | 1080 | 44.7 |
| multi-input cells | 151 | 951 | 39.3 |
| repair buffers | 17 | 158 | 6.51 |
| well taps | 96 | 120 | 4.96 |
| clock buffers | 6 | 72.6 | 3.00 |
| inverters | 7 | 26.3 | 1.08 |
| clock inverters | 2 | 12.5 | 0.517 |
[synthesized netlist by cell type, types with 3 or more instances]
| cell type | number |
|---|---|
| sky130_fd_sc_hd__dfrtp_1 | 38 |
| sky130_fd_sc_hd__nor2_1 | 23 |
| sky130_fd_sc_hd__a21oi_1 | 22 |
| sky130_fd_sc_hd__nand2_1 | 18 |
| sky130_fd_sc_hd__nand3_1 | 9 |
| sky130_fd_sc_hd__o21ai_0 | 8 |
| sky130_fd_sc_hd__inv_1 | 7 |
| sky130_fd_sc_hd__nand2b_1 | 7 |
| sky130_fd_sc_hd__dfstp_2 | 5 |
| sky130_fd_sc_hd__ha_1 | 5 |
| sky130_fd_sc_hd__nor2b_1 | 5 |
| sky130_fd_sc_hd__or3_1 | 5 |
| sky130_fd_sc_hd__clkbuf_1 | 4 |
| sky130_fd_sc_hd__nor3_1 | 3 |
| sky130_fd_sc_hd__nor4_1 | 3 |
| sky130_fd_sc_hd__or2_2 | 3 |
| sky130_fd_sc_hd__xnor2_1 | 3 |
| sky130_fd_sc_hd__xor2_1 | 3 |
Power figures rest on the tool's default switching activity, not on a simulated workload.
