## ./constraint.sdc

```tcl
current_design RS232_Tx

set clk_period 5.9
set clk_io_pct 0.2

create_clock -name clk0 -period $clk_period [get_ports {clock}]

set non_clock_inputs [all_inputs -no_clocks]
set_input_delay [expr $clk_period * $clk_io_pct] -clock clk0 $non_clock_inputs
set_output_delay [expr $clk_period * $clk_io_pct] -clock clk0 [all_outputs]
```

## ./design.v

```verilog
module RS232_Tx (
    clock,
    reset_neg,
    tx_datain_ready,
    Present_Processing_Completed,
    tx_datain,
    tx_transmitter,
    tx_transmitter_valid
);
parameter HIGH = 1'b1;
parameter LOW = 1'b0;
parameter CLOCK_FREQ = 100000000;  
parameter BAUD_RATE = 115200;  
parameter REG_INPUT = 1;  
parameter BAUD_ACC_WIDTH = 16;
input reset_neg;
input clock;
input tx_datain_ready;
input Present_Processing_Completed;
input [7:0] tx_datain;
output tx_transmitter;
output tx_transmitter_valid;
reg tx_transmitter;
wire [BAUD_ACC_WIDTH:0] Baun_Inc;
reg [BAUD_ACC_WIDTH:0] Baud_Acc;
assign Baun_Inc = ((BAUD_RATE << (BAUD_ACC_WIDTH - 4)) + (CLOCK_FREQ >> 5)) / (CLOCK_FREQ >> 4);
wire Baud_Pulse = Baud_Acc[BAUD_ACC_WIDTH];
always @ (posedge clock or negedge reset_neg) begin
    if (reset_neg == LOW) begin
        Baud_Acc <= {(BAUD_ACC_WIDTH + 1){LOW}};
    end
    else if (Present_Processing_Completed == 1'b1) begin
        Baud_Acc <= {(BAUD_ACC_WIDTH + 1){LOW}};
    end
    else if (tx_transmitter_valid) begin
        Baud_Acc <= Baud_Acc[BAUD_ACC_WIDTH - 1:0] + Baun_Inc;
    end
end
reg [3:0] State;
wire tx_Xfer_Ready = (State == 0);
assign tx_transmitter_valid = ~tx_Xfer_Ready;
reg [7:0] tx_data_reg;
always @ (posedge clock or negedge reset_neg) begin
    if (reset_neg == LOW) begin
        tx_data_reg <= 8'hff;
    end
    else if (Present_Processing_Completed == 1'b1) begin
        tx_data_reg <= 8'hff;
    end
    else if (tx_Xfer_Ready & tx_datain_ready) begin
        tx_data_reg <= tx_datain;
    end
end
wire [7:0] Tx_Data_Byte;
assign Tx_Data_Byte = REG_INPUT ? tx_data_reg : tx_datain;
always @ (posedge clock or negedge reset_neg) begin
    if (reset_neg == LOW) begin
        State <= 4'b0000;
    end
    else if (Present_Processing_Completed == 1'b1) begin
        State <= 4'b0000;
    end
    else begin
        case(State)
            4'b0000: if(tx_datain_ready) State <= 4'b0100;
            4'b0100: if(Baud_Pulse) State <= 4'b1000;  
            4'b1000: if(Baud_Pulse) State <= 4'b1001;  
            4'b1001: if(Baud_Pulse) State <= 4'b1010;  
            4'b1010: if(Baud_Pulse) State <= 4'b1011;  
            4'b1011: if(Baud_Pulse) State <= 4'b1100;  
            4'b1100: if(Baud_Pulse) State <= 4'b1101;  
            4'b1101: if(Baud_Pulse) State <= 4'b1110;  
            4'b1110: if(Baud_Pulse) State <= 4'b1111;  
            4'b1111: if(Baud_Pulse) State <= 4'b0010;  
            4'b0010: if(Baud_Pulse) State <= 4'b0000;  
            default: if(Baud_Pulse) State <= 4'b0000;
        endcase
    end
end
reg MuxBit;
always @ (State or Tx_Data_Byte) begin
    case (State[2:0])
        3'd0: MuxBit <= Tx_Data_Byte[0];
        3'd1: MuxBit <= Tx_Data_Byte[1];
        3'd2: MuxBit <= Tx_Data_Byte[2];
        3'd3: MuxBit <= Tx_Data_Byte[3];
        3'd4: MuxBit <= Tx_Data_Byte[4];
        3'd5: MuxBit <= Tx_Data_Byte[5];
        3'd6: MuxBit <= Tx_Data_Byte[6];
        3'd7: MuxBit <= Tx_Data_Byte[7];
    endcase
end
always @ (posedge clock or negedge reset_neg) begin
    if (reset_neg == LOW) begin
        tx_transmitter <= HIGH;
    end
    else if (Present_Processing_Completed == 1'b1) begin
        tx_transmitter <= HIGH;
    end
    else begin
        tx_transmitter <= (State < 4) | (State[3] & MuxBit);  
    end
end
endmodule
```

## ./config.mk

```make
export PLATFORM = sky130hd
export DESIGN_NAME = RS232_Tx
export DESIGN_NICKNAME = RS232_Tx
export VERILOG_FILES = /design/flow/design.v
export SDC_FILE = /design/flow/constraint.sdc
export NUM_CORES = 4
export LEC_CHECK = 1
export CORE_AREA = 10 10 100 100
export DIE_AREA = 0 0 110 110
```

## ./run.sh

```bash
#!/bin/bash
# OpenROAD 26Q1-2900-gdf79404cd8, Yosys 0.63+post, stock flow scripts
make -C /OpenROAD-flow-scripts/flow DESIGN_CONFIG=/design/flow/config.mk WORK_HOME=/design/flow/orfs finish
```

==> job_summary.md <==
### Flow metrics

| Metric | Value |
|---|---|
| Status | finished clean |
| Clock slew at reported path FFs | 0.07 ns |
| DP Cell Count | 268 |
| Pwr Density | 395 nW/um^2 |
| Max Transition Viols Final | 0 |
| Sw power | 0.000250 W |
| Late-Pin Clk Latency | 0.28 ns |
| Synth Seq Share | 46.2% |
| Wirelength, routed | 3390 um |
| Post-synthesis cell count | 161 |
| Grt ovf | 0 |
| Slew of the pin with the lowest slew margin | 0.420 ns |
| Ys Warns | 1 |
| Rows | 32 |
| Final min period | 3.15 ns |
| Synthesized area per cell | 10.2 um^2 |
| Smallest hold slack | 0.558 ns |
| CP Max Fanout | 25 |
| Worst Path Arrival | 1.97 ns |
| Core Box Area | 7810 um^2 |
| TritonCTS Sinks | 30 |
| Setup crit end kind | output pin |
| Vias/cell | 4.36 |
| Most numerous logic cell after layout | dfrtp_1 |
| Final setup TNS | 0 ns |
| Global-route wire length before repair | 5850 um |
| FP Util | 21.1% |
| Clock share of power | 32.7% |
| Max reg flops | 17 |
| Worst reg-to-reg setup slack | 3.94 ns |
| DPL Wire Length | 2280 um |
| CTS tree | done |
| Hold buffer count at CTS | 0 |
| Sw Ratio | 31.6% |
| Crit path kind | reg2out |
| Unique cell types | 50 |
| Leakage power total | 0.793 nW |
| Post-synth EDFFs | 0 |
| Post-route ant nets | 0 |
| Top Layout Cells | dfrtp_1, nor2_1, a21oi_1 |
| FMAX | 0.317 GHz |
| Cts repair resizes | 0 |
| Synth-to-layout area growth | 21.9% |
| Multi-input logic area | 802 um^2 |
| Largest net degree at the start of global routing | 37 |
| RSZ-0062 raised after global routing | false |
| Clock skew | 0.00703 ns |
| RD Place Congestion | 0.769 |
| Height of the die | 110 um |
| Max-cap violations | 0 |
| Antenna diode count | 0 |
| Ys async rst share | 100% |
| 1st-iter DRT viols | 95 |
| Top Ports | 14 |
| Worst setup SP type | register |
| Worst vdd ir | 0.147 mV |
| Drc violations | 0 |
| Routed WL per cell | 12.3 um |
| Worst EP required | 4.72 ns |
| Number of cells in Yosys stat | 161 |
| Layout cells sized above 1 | 17.8% |
| P_int | 0.000543 W |
| H-tree Lvls | 2 |
| First-pass detailed-route iteration total | 4 |
| Chip Area, Yosys | 1650 um^2 |
| Tool Warnings | 25 |
| Bufs on Longest Clock Path | 2 |
| Layout fillers | 827 |
| Dominant synthesized flop cell | dfrtp_1 |
| Final Hold Viols | 0 |
| IO buf count | 13 |
| Vias in the first global route | 1189 |
| Post-layout period usage | 53.4% |
| Initial antenna violation count | 0 |
| Gate power share | 29.0% |
| Slew HR | 72.0% |
| Synthesized cell area | 1650 um^2 |
| Die area | 12100 um^2 |
| Register area | 762 um^2 |
| Endpoints failing setup | 0 |
| Post-synthesis register bit count | 30 |
| Reg power frac | 38.3% |
| Post-CTS Setup Bufs | 0 |
| Vias | 1202 |
| Hold crit path type | reg2reg |
| Final non-filler cell total | 276 |
| TritonCTS Buffers | 5 |
| GRT Resource Usage Total | 5.81% |
| Die W | 110 um |
| Root Buffer | clkbuf_8 |
==> Yosys cell counts (2+ instances only) <==
| master | number | share of area, % |
|---|---|---|
| inv_1 | 5 | 1.1 |
| o21ai_0 | 6 | 1.8 |
| dfstp_2 | 9 | 14 |
| a311o_1 | 2 | 1.2 |
| nand2_1 | 2 | 0.46 |
| xnor2_1 | 3 | 1.6 |
| and3_1 | 8 | 3.0 |
| o211ai_1 | 2 | 0.91 |
| nand2b_1 | 4 | 1.5 |
| dfrtp_1 | 21 | 32 |
| mux4_2 | 2 | 2.7 |
| nor3_1 | 3 | 0.91 |
| xor2_1 | 2 | 1.1 |
| nand4_1 | 3 | 1.1 |
| clkbuf_1 | 5 | 1.1 |
| a21oi_1 | 14 | 4.3 |
| buf_6 | 2 | 1.4 |
| buf_2 | 3 | 0.91 |
| nor2b_1 | 3 | 1.1 |
| a211o_1 | 8 | 4.3 |
| nor2_1 | 18 | 4.1 |
| nand3_1 | 2 | 0.61 |
| or3_1 | 3 | 1.1 |
| o41ai_1 | 3 | 1.6 |
| a211oi_1 | 3 | 1.4 |
==> stage by stage <==
step	util, %	cell area, um^2	power (W)	setup WS, ns
global placement	23.9	1870	0.000536	3.05
detailed placement	23.9	1870	0.000538	3.03
floorplan	-	1650	0.000481	3.70
global route	25.7	2010	0.000844	2.62
CTS	25.7	2010	0.000803	2.71
finish	25.7	2010	0.000793	2.75
==> logic make-up after synthesis <==
kind of cell / after synthesis / share of synthesized area [%]
xor+xnor: 5 / 2.66
flops: 30 / 46.2
compound gates: 46 / 19.2
fa+ha+maj: 1 / 0.759
mux: 5 / 4.93
buf+inv: 17 / 5.09
simple gates: 57 / 21.1
==> power groups by stage <==
stage / sequential (W) / combinational [W] / clock, W
4_1_cts: 0.000304 / 0.000234 / 0.000265
5_1_grt: 0.000311 / 0.000258 / 0.000275
6_report: 0.000304 / 0.000230 / 0.000259
==> per-layer routing <==
| metal | vias to the layer above | GRT usage (%) | part of all wire, % |
|---|---|---|---|
| li1 | 621 | - | - |
| met1 | 562 | 8.61 | 52 |
| met2 | 15 | 8.55 | 42 |
| met3 | 4 | 1.47 | 3.7 |
| met4 | 0 | 0.929 | 1.4 |
| met5 | - | 0 | 0 |
==> critical path, cell delays in order, from the launching register on <==
cell and delay (ns):
dfrtp_1 0.53, nor4_4 0.31, buf_4 0.31, inv_2 0.12
clkdlybuf4s50_1 0.42
==> path summary, 6_finish.rpt <==
kind	endpoint	start	cells after the start
worst max-delay path	tx_transmitter_valid	State[0]	4
worst min-delay path	Baud_Acc[15]	Baud_Acc[15]	2
worst max register to register	Baud_Acc[10]	Baud_Acc[0]	6
worst min register to register	Baud_Acc[15]	Baud_Acc[15]	2
max in group asynchronous	tx_data_reg[6]	reset_neg	2
min in group asynchronous	Baud_Acc[7]	reset_neg	2
==> cell type report <==
cell class              count  area share, %
clock buffers               6           4.11
clock inverters             2           2.99
inverters                   6           1.12
multi-input cells         114           39.9
flip-flops and latches     30           37.9
well taps                 102           6.35
repair buffers             16           7.60
No activity file was given, so power comes from the tool's default toggle rates.
